==> /design/flow/design.v <==
module adder
    (input logic[31:0] ina, inb,
    output logic[31:0] outdata);
    assign outdata = ina+inb;
endmodule
==> /design/flow/run.sh <==
#!/bin/bash
# OpenROAD 26Q1-2900-gdf79404cd8, Yosys 0.63+post, stock flow scripts
make -C /OpenROAD-flow-scripts/flow DESIGN_CONFIG=/design/flow/config.mk WORK_HOME=/design/flow/orfs finish
==> /design/flow/config.mk <==
export PLATFORM = sky130hd
export DESIGN_NAME = adder
export DESIGN_NICKNAME = adder
export VERILOG_FILES = /design/flow/design.v
export SDC_FILE = /design/flow/constraint.sdc
export NUM_CORES = 4
export LEC_CHECK = 1
export CORE_AREA = 10 10 107 107
export DIE_AREA = 0 0 117 117
export SYNTH_HDL_FRONTEND = slang
==> /design/flow/constraint.sdc <==
current_design adder

set clk_period 18.1
set clk_io_pct 0.2

create_clock -name clk0 -period $clk_period

set non_clock_inputs [all_inputs -no_clocks]
set_input_delay [expr $clk_period * $clk_io_pct] -clock clk0 $non_clock_inputs
set_output_delay [expr $clk_period * $clk_io_pct] -clock clk0 [all_outputs]
==> tab_implementation.tex <==
% Generated from flow reports
\begin{tabular}{lr}
\hline
Metric & Value \\
\hline
\multicolumn{2}{l}{\textbf{Final layout}} \\
\quad Proportion of layout cells with a drive suffix above 1 & 3.07\% \\
\quad Sequential cells & 0 \\
\quad Area overhead of the layout relative to synthesis & 60.5\% \\
\quad Clock Buffer Count & 0 \\
\quad Final standard cell utilization of the core & 30.4\% \\
\quad Final instance area & 2800 um2 \\
\quad Register area & 0 um2 \\
\multicolumn{2}{l}{\textbf{Routing}} \\
\quad Per-cell via count in the routed design & 4.85 \\
\quad Total inserted antenna cells & 0 \\
\quad Total iterations of the first detailed-routing run & 6 \\
\quad Number of remaining DRC errors & 0 \\
\quad Post-DRT Antenna Nets & 0 \\
\quad WL/cell & 14.6 um \\
\quad 1st-iter DRT viols & 83 \\
\quad Post-Route WL & 6.40 mm \\
\quad Number of vias in the routed layout & 2120 \\
\multicolumn{2}{l}{\textbf{Synthesis}} \\
\quad Biggest area cells & sky130\_fd\_sc\_hd\_\_ha\_1, sky130\_fd\_sc\_hd\_\_a21oi\_1, sky130\_fd\_sc\_hd\_\_a21o\_1 \\
\quad Number of cell instances after yosys synthesis & 241 \\
\quad Most instantiated cells after synthesis & sky130\_fd\_sc\_hd\_\_ha\_1, sky130\_fd\_sc\_hd\_\_a21oi\_1, sky130\_fd\_sc\_hd\_\_a21o\_1 \\
\quad Post-Synthesis Mean Instance Area & 7.24 um2 \\
\quad Post-synth top area cell & sky130\_fd\_sc\_hd\_\_ha\_1 \\
\quad Area share, top type & 22.2\% \\
\quad Warnings, synthesis & 0 \\
\quad Sequential-to-total area share from yosys stat & 0\% \\
\quad Netlist area before placement & 1740 um2 \\
\quad Instance tally after logic synthesis & 241 \\
\quad Post-synthesis chip area from yosys & 1740 um2 \\
\quad Most used standard cell by instance count after synthesis & sky130\_fd\_sc\_hd\_\_ha\_1 \\
\quad Yosys cell types & 50 \\
\multicolumn{2}{l}{\textbf{GRT}} \\
\quad GR Util met1 & 11.4\% \\
\quad Fraction of met3 tracks used by global routing & 3.04\% \\
\quad Global routing's busiest layer & met2 \\
\quad Maximum number of pins on one net before global-route repair & 11 \\
\quad Aggregate global routing overflow & 0 \\
\quad Overall Global Routing Usage & 8.95\% \\
\quad Initial antenna violation count & 0 \\
\quad GR Util met2 & 15.1\% \\
\quad Vias in the first global route & 2103 \\
\quad First-pass GRT wire length & 10.2 mm \\
\multicolumn{2}{l}{\textbf{Critical path}} \\
\quad Worst path cell trace & clkdlybuf4s50\_1 -> ha\_1 -> fa\_1 -> a21o\_1 -> a31o\_2 -> nand3\_1 -> o221ai\_1 -> a311oi\_1 -> o21bai\_1 -> xor2\_1 -> clkdlybuf4s50\_1 \\
\quad Cell class contributing the biggest share of worst-path delay & AND-OR/OR-AND gates \\
\quad Most Frequent Cell on Critical Path & sky130\_fd\_sc\_hd\_\_clkdlybuf4s50\_1 \\
\quad CP endpoint kind & primary output \\
\quad Buffers and inverters on the worst path & 2 \\
\quad Biggest cell delay along the critical path & 0.50 ns \\
\quad Endpoint required time on the critical path & 14.48 ns \\
\quad Arrival @ worst endpoint & 6.61 ns \\
\quad Crit path kind & in -> out \\
\quad Worst path slowest cell & sky130\_fd\_sc\_hd\_\_clkdlybuf4s50\_1 \\
\quad Crit path launch type & primary input \\
\quad Biggest fanout along the worst timing path & 4 \\
\multicolumn{2}{l}{\textbf{STA}} \\
\quad Setup TNS & 0 ns \\
\quad Worst Tran Pin Value & 0.562 ns \\
\quad Period Utilization, post-route & 56.5\% \\
\quad Final count of negative-setup-slack endpoints & 0 \\
\quad Maximum clock frequency & 97.7 MHz \\
\quad Final critical path time including I/O delays and setup & 10.23 ns \\
\quad Final tally of hold violations & 0 \\
\quad RSZ-0062 raised after global routing & no \\
\quad Rel. slew slack & 61.6\% \\
\quad Max Slew Vio Count & 0 \\
\multicolumn{2}{l}{\textbf{Die}} \\
\quad Chip Footprint & 13700 um2 \\
\quad Core Util at FP & 19.0\% \\
\quad Die Span Y & 117 um \\
\quad Floorplan die width & 117 um \\
\quad Num ports & 96 \\
\quad Placeable core region & 9200 um2 \\
\quad Number of standard-cell rows in the floorplan & 35 \\
\multicolumn{2}{l}{\textbf{Placement}} \\
\quad Placer congestion estimate & 0.828 \\
\quad Placed Instance Area & 2800 um2 \\
\quad I/O Buffers & 96 \\
\quad DPL Wire Length & 5.60 mm \\
\multicolumn{2}{l}{\textbf{Power}} \\
\quad Peak VDD IR & 0.0152 mV \\
\quad Power after layout & 0.109 mW \\
\quad Power per Cell Area & 38.8 nW/um2 \\
\quad Static power due to leakage & 1.18 nW \\
\multicolumn{2}{l}{\textbf{Clock tree}} \\
\quad Post-CTS Repair Setup Buffers & 0 \\
\quad Hold Buf Count CTS & 0 \\
\quad Post-cts gate resize count & 0 \\
\multicolumn{2}{l}{\textbf{Run status}} \\
\quad Outcome & complete, no violations \\
\multicolumn{2}{l}{\textbf{Run}} \\
\quad Max-cap violation count & 0 \\
\quad Tool warnings & 32 \\
\multicolumn{2}{l}{\textbf{Worst hold path}} \\
\quad Path category of the worst min-delay check & in -> out \\
\hline
\end{tabular}
[stage by stage]
step | cells | hold slack, ns | setup WS, ns
4_1_cts | 437 | 8.28 | 7.87
5_1_grt | 437 | 8.31 | 7.70
3_5_place_dp | 437 | 8.28 | 7.87
2_1_floorplan | 241 | 7.31 | 9.03
6_report | 437 | 8.27 | 7.87
3_3_place_gp | 437 | 8.27 | 7.88
[cells by family after synthesis]
group | share of synthesized area, %
multiplexers | 1.15
XOR/XNOR | 14.1
buffers and inverters | 3.80
adder cells (fa/ha/maj) | 23.4
AND/OR/NAND/NOR | 18.3
AND-OR/OR-AND | 39.3
[layout make-up]
type / instances / area [um2]
repair buffers: 96 / 961
well taps: 111 / 139
inverters: 6 / 22.5
fillers: 985 / 6400
multi-input cells: 224 / 1680
[placed cells by master, fill, tap and decap left out, types with 2 or more instances in the layout]
| cell | count |
|---|---|
| sky130_fd_sc_hd__a311oi_1 | 2 |
| sky130_fd_sc_hd__or2_2 | 3 |
| sky130_fd_sc_hd__ha_1 | 31 |
| sky130_fd_sc_hd__xor2_1 | 15 |
| sky130_fd_sc_hd__clkdlybuf4s50_1 | 96 |
| sky130_fd_sc_hd__a21oi_1 | 29 |
| sky130_fd_sc_hd__mux2i_1 | 2 |
| sky130_fd_sc_hd__o21a_1 | 2 |
| sky130_fd_sc_hd__nor2_1 | 12 |
| sky130_fd_sc_hd__o221ai_1 | 2 |
| sky130_fd_sc_hd__xnor2_1 | 13 |
| sky130_fd_sc_hd__a31oi_1 | 3 |
| sky130_fd_sc_hd__nor3_1 | 4 |
| sky130_fd_sc_hd__o21ai_0 | 13 |
| sky130_fd_sc_hd__a211oi_1 | 3 |
| sky130_fd_sc_hd__nand2b_1 | 2 |
| sky130_fd_sc_hd__o211ai_1 | 3 |
| sky130_fd_sc_hd__o21bai_1 | 4 |
| sky130_fd_sc_hd__o311ai_1 | 2 |
| sky130_fd_sc_hd__inv_1 | 6 |
| sky130_fd_sc_hd__a21o_1 | 19 |
| sky130_fd_sc_hd__nand2_1 | 18 |
| sky130_fd_sc_hd__nand4_1 | 8 |
| sky130_fd_sc_hd__nand3_1 | 10 |
[metal layers]
metal	vias up	share of wire [%]
met5	-	0
li1	1092	-
met2	63	45
met4	0	0.22
met1	963	44
met3	2	10
[power breakdown]
group          total, mW  internal [mW]  switching (mW)
combinational      0.109         0.0645          0.0442
clock                  0              0               0
sequential             0              0               0
[worst paths after layout]
| check | start | cells past startpoint | to | slack, ns |
|---|---|---|---|---|
| setup / recovery | ina[0] | 11 | outdata[26] | 7.87 |
| hold / removal | inb[0] | 3 | outdata[0] | 8.27 |
Power figures rest on the tool's default switching activity, not on a simulated workload.
