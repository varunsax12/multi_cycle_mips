File: ./run.sh
#!/bin/bash
# OpenROAD 26Q1-2900-gdf79404cd8, Yosys 0.63+post, stock flow scripts
make -C /OpenROAD-flow-scripts/flow DESIGN_CONFIG=/design/flow/config.mk WORK_HOME=/design/flow/orfs finish
File: ./constraint.sdc
current_design dmem

set clk_period 30.5
set clk_io_pct 0.2

create_clock -name clk0 -period $clk_period [get_ports {clk}]

set non_clock_inputs [all_inputs -no_clocks]
set_input_delay [expr $clk_period * $clk_io_pct] -clock clk0 $non_clock_inputs
set_output_delay [expr $clk_period * $clk_io_pct] -clock clk0 [all_outputs]
File: ./config.mk
export PLATFORM = sky130hd
export DESIGN_NAME = dmem
export DESIGN_NICKNAME = dmem
export VERILOG_FILES = /design/flow/design.v
export SDC_FILE = /design/flow/constraint.sdc
export NUM_CORES = 4
export LEC_CHECK = 1
export CORE_UTILIZATION = 30
export SYNTH_HDL_FRONTEND = slang
File: ./design.v
module dmem
    (input logic clk, we,
    input logic [31:0] addr, writedata,
    output logic [31:0] readdata);
    logic [31:0] RAM [0:64];
    assign readdata = RAM[addr[31:2]];
    always_ff @(posedge clk)
        if (we) RAM[addr[31:2]] <= writedata;
endmodule
==> run_results.csv <==
group,metric,value,unit
cells_and_area,layout-drive-gt1-share,0.187,
floorplan,die_x,519,um
grt,grt_pass1_vias,45400,
final_timing,setup_viol,0,
final_timing,setup_tns,0,ns
synth,yosysWarnings,0,
power_and_ir_drop,p_total,5820,uW
final_timing,fin_crit,17.93,ns
synth,postSynthCellCount,4149,
worst_setup_path,required,24.40,ns
final_timing,min_period_over_period,0.588,
clocking,cts_made_buffers,199,
placement,io_buffers,72,
clocking,cts_buffer_depth,3,
detailed_routing,drtPass1Iterations,20,
worst_setup_path,cp-end-kind,"output port",
flow_run,maxCapViolCount,0,
synth,yosys_area,80200,um2
final_timing,fmax,55.8,MHz
placement,dpl-instance-area,85800,um2
run_status,outcome,"finished, final reports clean",
cells_and_area,fin_cells,8058,
clocking,clkTransAtPathRegs,0.06,ns
synth,ys_ff,2080,
detailed_routing,dr.first_iter.drc_count,3126,
grt,antenna_found_initial,11,
cells_and_area,nFillCells,24200,
cells_and_area,postLayoutCellArea,91900,um2
placement,dp.cells,7692,
clocking,cts_setup_buffers,0,
synth,ff_type,"edfxtp_1",
synth,synthTopCellsByArea,"edfxtp_1 (78%), mux4_2 (5.4%), mux2i_1 (4.0%)",
worst_setup_path,crit_arrival,11.83,ns
final_timing,finalMaxSlewViolations,0,
floorplan,row_count,189,
worst_setup_path,crit_type,"in2out",
synth,synth_top_area_share,0.779,
detailed_routing,post_drt_wl_per_cell,30.3,um
flow_run,tool_warnings,51,
worst_setup_path,cp_max_fo,46,
synth,synth-edff-count,2080,
detailed_routing,post_drt_via_cell_ratio,5.35,
hold_path,hp-class,"in2reg",
synth,ys_seq_share,0.779,
synth,synth_area,80200,um2
power_and_ir_drop,ir_worst_vdd,0.0000679,V
synth,yosys_cells,4149,
clocking,cts_tree,"yes",
detailed_routing,postRouteAntennaNets,0,
floorplan,ioPinCount,98,
power_and_ir_drop,power.leakage,0.0286,uW
cells_and_area,utilization,0.346,
synth,synth.avg_cell_area,19.3,um2
cells_and_area,area_growth,14.6,%
clocking,cts_sinks,2080,
synth,postSynth.asyncResetShare,0,
grt,grtUsageTotal,0.193,
final_timing,timing.slew.headroom,0.257,
clocking,cts_resized,0,
placement,place_congestion,0.869,
cells_and_area,largest_register_ff_count,2080,
power_and_ir_drop,powerDensity,63.3,nW/um2
floorplan,die-area,269000,um2
floorplan,fp-utilization,0.302,
detailed_routing,drc,0,
clocking,root_buffer,"clkbuf_16",
floorplan,die_h,519,um
synth,ys_types,67,
grt,grt-ovfl-total,0,
final_timing,worstMarginPinSlew,1.11,ns
detailed_routing,wl,244,mm
floorplan,core-area,266000,um2
hold_path,min_path_cells,1,
placement,post-dp-hpwl,134,mm
final_timing,hold_viol_final,0,
synth,largest_area_cell,"edfxtp_1",
detailed_routing,vias,43100,
final_timing,rsz0062_at_grt,"no",
grt,grt_pass1_wl,341,mm
worst_setup_path,cp-start-kind,"input pin",
clocking,htreeDepth,4,
grt,grt_max_degree,90,
clocking,cts_hold_buf,0,
[report_power, final]
part           total [uW]  switching [uW]  internal, uW  leakage [uW]
clock network        2340            1040          1300       0.00296
logic                 321             224          97.0       0.00697
registers            3160            2.23          3160        0.0187
total                5820            1270          4550        0.0286
[path summary, 6_finish.rpt]
path                          start            to  slack [ns]
worst min-delay path  writedata[14]   RAM[32][14]        5.78
worst max-delay path        addr[2]  readdata[17]       12.57
[cell families (layout without fill, tap and decap cells)]
group / count (synthesis) / count (layout) / share of synthesized area
multiplexers: 581 / 581 / 0.106
AND/OR/NAND/NOR: 456 / 456 / 0.0255
other: 0 / 6 / 0
flip-flops: 2080 / 2080 / 0.779
buffers and inverters: 280 / 650 / 0.0198
AND-OR/OR-AND: 752 / 752 / 0.0696
[synthesized netlist by cell type (6+ instances only)]
cell type and number:
a21oi_1 90, o21ai_0 87, and2_1 9, nor2b_1 15
mux2_2 55, o221ai_1 40, nor2_1 184, a211oi_1 24
o32a_1 7, a221o_1 7, a22oi_1 113, buf_1 16
nand2b_1 7, o22a_1 8, a32oi_1 12, nand2_1 111
o211ai_1 16, edfxtp_1 2080, clkbuf_1 68, mux4_1 15
a31oi_1 31, a22o_1 21, nand3_1 51, buf_4 47
mux2i_1 320, o22ai_1 42, inv_1 10, o2bb2ai_1 9
buf_6 23, nor3_1 30, and3_1 6, a221oi_1 203
nand4_1 15, buf_2 110, mux4_2 191
[worst max-delay path, stage by stage]
cell and delay [ns]:
buf_8 0.36, buf_4 0.55, buf_4 0.40, buf_4 0.51, buf_4 0.72, buf_4 0.60
mux4_1 0.65, mux4_2 0.57, a211oi_2 0.61, nor4_1 0.10, buf_4 0.19, clkdlybuf4s50_1 0.40
[per-layer routing]
layer	global-route usage	vias up	wire length (um)
li1	-	17800	-
met1	0.196	21500	74500
met2	0.289	3334	113000
met3	0.170	501	47300
met4	0.0554	18	9100
met5	0.00800	-	266
[cell usage in the layout, fill, tap and decap left out, types with 15 or more instances in the layout]
| cell | Yosys | final |
|---|---|---|
| a211oi_1 | 24 | 23 |
| buf_2 | 110 | 35 |
| mux2_2 | 55 | 55 |
| nand4_1 | 15 | 15 |
| clkdlybuf4s50_1 | 0 | 33 |
| a22o_1 | 21 | 21 |
| nor3_1 | 30 | 21 |
| o221ai_1 | 40 | 40 |
| nand3_1 | 51 | 51 |
| nand2_1 | 111 | 111 |
| nor2_4 | 0 | 59 |
| clkbuf_1 | 68 | 60 |
| buf_4 | 47 | 200 |
| o211ai_1 | 16 | 16 |
| clkbuf_16 | 0 | 201 |
| clkinv_2 | 0 | 27 |
| a21oi_1 | 90 | 90 |
| o22ai_1 | 42 | 42 |
| edfxtp_1 | 2080 | 2080 |
| mux4_2 | 191 | 191 |
| nor2_1 | 184 | 127 |
| a221oi_1 | 203 | 203 |
| o21ai_0 | 87 | 87 |
| a31oi_1 | 31 | 31 |
| a22oi_1 | 113 | 113 |
| clkinv_1 | 1 | 49 |
| mux2i_1 | 320 | 320 |
| mux4_1 | 15 | 15 |
[stage by stage]
step / hold WS [ns] / setup slack [ns]
2_1_floorplan: 6.20 / 16.65
3_3_place_gp: 6.64 / 12.55
3_5_place_dp: 6.65 / 12.55
4_1_cts: 5.75 / 12.55
5_1_grt: 5.77 / 12.33
6_report: 5.78 / 12.57
[cell type report]
| cell class | count | area (um2) | share of cell area |
|---|---|---|---|
| Inverter | 12 | 51.3 | 0.000558 |
| Sequential cell | 2080 | 62500 | 0.680 |
| Multi-Input combinational cell | 1789 | 16700 | 0.182 |
| Tap cell | 3533 | 4420 | 0.0481 |
| Timing Repair Buffer | 278 | 2180 | 0.0238 |
| Antenna cell | 6 | 15.0 | 0.000163 |
| Clock buffer | 261 | 5260 | 0.0572 |
| Clock inverter | 99 | 822 | 0.00895 |
No activity file was given, so power comes from the tool's default toggle rates.
